### design/flow/run.sh
#!/bin/bash
# OpenROAD 26Q1-2900-gdf79404cd8, Yosys 0.63+post, stock flow scripts
make -C /OpenROAD-flow-scripts/flow DESIGN_CONFIG=/design/flow/config.mk WORK_HOME=/design/flow/orfs finish
### design/flow/config.mk
export PLATFORM = sky130hd
export DESIGN_NAME = apb_slave
export DESIGN_NICKNAME = apb_slave
export VERILOG_FILES = /design/flow/design.v
export SDC_FILE = /design/flow/constraint.sdc
export NUM_CORES = 4
export LEC_CHECK = 1
export CORE_UTILIZATION = 30
### design/flow/constraint.sdc
current_design apb_slave

set clk_period 3.4
set clk_io_pct 0.2

create_clock -name clk0 -period $clk_period [get_ports {clk}]

set non_clock_inputs [all_inputs -no_clocks]
set_input_delay [expr $clk_period * $clk_io_pct] -clock clk0 $non_clock_inputs
set_output_delay [expr $clk_period * $clk_io_pct] -clock clk0 [all_outputs]
### design/flow/design.v
module apb_slave(
  input wire clk,
  input wire n_rst,
  input wire [7:0] rx_data,
  input wire data_ready,
  input wire overrun_error,
  input wire framing_error,
  output reg data_read,
  input wire psel,
  input wire [2:0] paddr,
  input wire penable,
  input wire pwrite,
  input wire [7:0] pwdata,
  output logic [7:0] prdata,
  output reg pslverr,
  output reg [3:0] data_size,
  output reg [13:0] bit_period
);
  typedef enum bit[1:0] {IDLE, WRITE, READ, ERROR} stateType;
  stateType state;
  stateType next_state;
  reg [6:0][7:0] rf;
  reg [6:0][7:0] next_rf; 
  always_ff @ (posedge clk, negedge n_rst)
  begin: STATE
    if (!n_rst) begin
      state <= IDLE;
      rf[0] <= '0;
      rf[1] <= '0;
      rf[2] <= '0;
      rf[3] <= '0;
      rf[4] <= '0;
      rf[5] <= '0;
      rf[6] <= '0;
      data_size <= 4'd8;
      bit_period <= 14'd10;
    end
    else begin
      state <= next_state;
      rf <= next_rf;
      bit_period <= {next_rf[3],next_rf[2]};
      data_size <= next_rf[4][3:0];
    end
  end
  always_comb
  begin: LOGIC
    next_state = state;
    pslverr = 1'b0;
    case(state)
      IDLE: begin 
	     if (psel && pwrite) begin
		if (paddr == 3'd2 || paddr == 3'd3 || paddr == 3'd4)
		  next_state = WRITE;
		else
		  next_state = ERROR;
	     end
	     else if (psel && !pwrite)
		next_state = READ;
	     else
		next_state = IDLE;
	    end
      WRITE: next_state = IDLE;
      READ:  next_state = IDLE;
      ERROR: begin
		pslverr = 1'b1;
		next_state = IDLE;
	     end
    endcase 
  end
  always_comb
  begin: OUTPUT
    next_rf = rf;
    data_read = 1'b0;
    prdata = '0;
    next_rf[0] = data_ready;
    next_rf[2] = bit_period[7:0];
    next_rf[3] = {2'b00,bit_period[13:8]};
    next_rf[4] = {4'b0000,data_size};
    next_rf[5] = rf[5];
    next_rf[6] = rx_data;
    if (framing_error) next_rf[1] = 8'd1;
    else if (overrun_error) next_rf[1] = 8'd2;
    else next_rf[1] = 8'd0;
    case(state)
      WRITE: next_rf [paddr] = pwdata;
      READ: begin
	      prdata = rf[paddr];
	      if (paddr == 3'd6) data_read = 1'b1;
            end
    endcase 
  end 
endmodule
==> GITHUB_STEP_SUMMARY <==
## Implementation flow summary

| Metric | Value |
|---|---|
| Final setup viols | `0` |
| Seq share, synth | `50.7%` |
| Worst-path clk slew | `70 ps` |
| Worst Clk Skew | `roughly 9.2 ps` |
| Syn Inst Count | `257` |
| Mux share | `under 10%` |
| Post-Route WL | `8540 µm` |
| RSZ-0062 raised after global routing | `no` |
| Fin. Hold Viols | `0` |
| Latency at later pin | `350 ps` |
| Final Slew Violations | `0` |
| Critical Path Most Common Cell | `clkdlybuf4s50_1` |
| Stages on the worst setup path | `7` |
| Basic Gates by Area | `14.7%` |
| Pleak | `1.71 nW` |
| Global-route wire length before repair | `13400 µm` |
| I/O Buffers | `53` |
| Antenna violations before repair | `0` |
| Post-synth EDFFs | `0` |
| Die area | `10800 µm²` |
| Crit Reg-Reg Startpoint | `state[2]` |
| Placed cell area | `3740 µm²` |
| Die Y | `104 µm` |
| Clk root buf | `clkbuf_8` |
| Chip width | `104 µm` |
| # diodes | `0` |
| Dominant comb cell | `AND-OR/OR-AND gates` |
| Most common logic cell in the routed design | `dfrtp_1` |
| Share of layout cells above drive strength 1 | `between 10% and 20%` |
| Via Count | `2321` |
| Delay of the slowest critical-path stage | `560 ps` |
| Post-DP HPWL | `5830 µm` |
| Worst reg2reg path depth | `3` |
| Buffers and inverters on the worst path | `5` |
| Synthesized area | `3120 µm²` |
| IO Count | `55` |
| Crit-path slowest cell | `clkdlybuf4s50_1` |
| CTS tree | `yes` |
| 1st-pass router iterations | `4` |
| Max cap viols | `0` |
| Worst Path Required | `2720 ps` |
| Yosys stat cell total | `257` |
| Worst-Margin Slew | `551 ps` |
| CP delay by family, top | `buffers and inverters` |
| Via density | `5.17` |
| Final GP Congestion | `between 0.8 and 0.9` |
| PD cells | `roughly 440 nW/µm²` |
| Clock Path Buffers | `2` |
| Tool warnings | `30` |
| Fill cells | `963` |
| Final instance area | `between 3000 and 4000 µm²` |
| Critical-path maximum fanout | `16` |
| Signal arrival time at the worst endpoint | `2550 ps` |
| Clk sinks | `63` |
| Most used DFF post-synth | `dfrtp_1` |
| Synth Area in XOR/XNOR | `0%` |
| Drt drc | `0` |
| CTS H-tree depth | `3` |
| Yosys aoi share | `16.0%` |
| CP Cell Sequence | `clkdlybuf4s50_1, buf_12, clkinv_1, buf_4, nand2_1, a31oi_1, clkdlybuf4s50_1` |
| # rows | `36` |
| WL/cell | `19.0 µm` |
| Register-to-register setup slack | `1910 ps` |
| Top Layout Cells | `59 x dfrtp_1, 51 x clkdlybuf4s50_1, 22 x a32o_1, 18 x nand2_1, 16 x nor2_1` |
| Fmax | `around 310 MHz` |
| Area Growth Syn to Fin | `27.6%` |
| Crit path from | `paddr[1]` |
| Post-synth cell types | `40` |
| Startpoint types | `input port` |
| Final ANT Viol Nets | `0` |
| Ys Warns | `1` |
| Max VDD drop | `0.231 mV` |
| Critical path type | `in -> out` |
| Tcrit/Tclk final | `a little over nine tenths` |
| Initial core utilization | `31.5%` |
| Worst slew margin | `roughly 63%` |
| Power Total | `roughly 1.7 mW` |
| Core ar. | `9910 µm²` |
| Area reported by Yosys stat | `between 3000 and 4000 µm²` |
| Worst hold path type | `in -> async` |
| Tmin final | `around 3200 ps` |
| Status | `complete, no violations` |
| Asr flop ratio synth | `100%` |
| CP endpoint kind | `output pin` |
| Gr ovfl total | `0` |
| Total CTS buffers | `9` |
| Iter 0 DRT Violations | `136` |
| Vias in the first global route | `between 2000 and 2500` |
| Cts hold-fix bufs | `0` |
| Avg Cell Area, Syn | `12.1 µm²` |
| Yosys adder share | `around 2.8%` |
| Flops & latches, synth | `63` |
| Setup TNS after final layout | `0 ps` |
| Largest net degree at the start of global routing | `45` |
| Post-Route Utilization | `40.2%` |
| Global Route Usage Sum | `16.9%` |
-- stage by stage --
stage | cells | setup slack [ps] | hold slack (ps)
after floorplan | 257 | 511 | 384
after global placement | 430 | 3.65 | 464
after detailed placement | 430 | 20.6 | 472
after CTS | 446 | 23.4 | 280
after global routing | 449 | 119 | 308
final | 449 | 170 | 275
-- area by class of cell --
class	instances	area [µm²]	area share, %
tap	133	166	4.18
multi-input combinational	162	1320	33.2
timing repair buffer	68	696	17.5
clock inverter	4	45.0	1.13
sequential	63	1580	39.7
clock buffer	12	145	3.64
inverter	7	26.3	0.660
-- kinds of logic (layout without fill, tap and decap cells) --
group,count (synthesis),count (layout)
mux,16,16
fa+ha+maj,7,7
buf+inv,32,91
flops,63,63
compound gates,60,60
simple gates,79,79
-- flip-flops by register name, indices dropped and copies added (netlist names) --
| signal | cells |
|---|---|
| data_size | 4 |
| bit_period | 13 |
| state | 4 |
| rf | 42 |
-- layer usage --
| metal | wire, µm | vias up | GRT usage [%] | part of all wire, % |
|---|---|---|---|---|
| met4 | 74 | 0 | 1.33 | 0.87 |
| met5 | 0 | - | 0 | 0 |
| met2 | 3870 | 92 | 25.4 | 45 |
| met1 | 3880 | 1159 | 25.3 | 45 |
| met3 | 709 | 9 | 6.13 | 8.3 |
| li1 | - | 1061 | - | - |
-- report_power, final --
| group | leakage (nW) | switching (mW) | internal, mW |
|---|---|---|---|
| combinational | 0.778 | 0.118 | 0.155 |
| sequential | 0.832 | 0.0340 | 0.801 |
| clock | 0.100 | 0.279 | 0.355 |
-- final timing paths --
path / end
worst max register to register: bit_period[9]
min in group clk0: state[0]
worst min register to register: state[0]
worst min-delay path: rf[51]
worst max-delay path: prdata[6]
max in group asynchronous: bit_period[3]
-- synthesized netlist by cell type, drive strengths merged (3+ instances only) --
cell type  count  share of area [%]
a22o          12                3.4
a31oi          8                1.6
a32o          22                7.1
and3           6                1.2
buf           24                6.0
dfrtp         59                 47
dfstp          4                3.4
ha             7                2.8
inv            5               0.60
mux2           8                2.9
mux4           8                6.0
nand2         18                2.2
nand3         17                3.7
nor2          20                3.2
nor2b          7                1.4
nor3           3               0.84
o21ai         13                2.1
-- what timing repair did --
item	4_1_cts	5_1_grt
setup endpoints to repair	0	2
gates resized	0	1
setup buffers	0	2
-- worst reg2reg max path: stages, from the launching register on --
cell and delay (ps):
dfrtp_1 450, nand3b_1 240, nor2_1 500, a22o_1 240
Power and IR drop assume default switching activity.
