==> flow/design.v <==
module ahb_lite_slave
(
  input wire 	    clk,
  input wire 	    n_rst,
  output reg [15:0] sample_data,
  output reg 	    data_ready,
  output reg [15:0] fir_coefficient,
  output reg 	    new_coefficient_set,
  input wire [1:0]  coefficient_num,
  input wire 	    modwait, 
  input wire [15:0] fir_out,
  input wire 	    err,
  input wire        load_done,
  input wire 	    hsel,
  input wire [3:0]  haddr,
  input wire 	    hsize,
  input wire [1:0]  htrans,
  input wire 	    hwrite,
  input wire [15:0] hwdata,
  output reg [15:0] hrdata,
  output reg 	    hresp
);
  typedef enum bit[1:0] {IDLE, WRITE, READ, ERROR} stateType;
  stateType state;
  stateType next_state;
  reg [14:0][7:0] rf;
  reg [14:0][7:0] next_rf;
  reg [3:0] prev_haddr;
  reg prev_hsize;
  reg [2:0] next_data_ready;
  always_ff @ (posedge clk, negedge n_rst)
  begin: STATE
    if (!n_rst) begin
      state <= IDLE;
      rf[0] <= '0;
      rf[1] <= '0; 
      rf[2] <= '0;
      rf[3] <= '0; 
      rf[4] <= '0;
      rf[5] <= '0; 
      rf[6] <= '0;
      rf[7] <= '0; 
      rf[8] <= '0;
      rf[9] <= '0; 
      rf[10] <= '0;
      rf[11] <= '0; 
      rf[12] <= '0;
      rf[13] <= '0; 
      rf[14] <= '0;
      sample_data <= '0;
      fir_coefficient <= '0;
      new_coefficient_set <= 0;
      prev_haddr <= '0;
      prev_hsize <= '0;
      next_data_ready <= '0;
    end
    else begin
      state <= next_state;
      rf <= next_rf;
      sample_data <= {next_rf[5],next_rf[4]};
      if (coefficient_num == 2'd0) fir_coefficient <= {next_rf[7],next_rf[6]};
      else if (coefficient_num == 2'd1) fir_coefficient <= {next_rf[9],next_rf[8]};
      else if (coefficient_num == 2'd2) fir_coefficient <= {next_rf[11],next_rf[10]};
      else if (coefficient_num == 2'd3) fir_coefficient <= {next_rf[13],next_rf[12]};
      if (load_done) begin
        new_coefficient_set <= 1'b0; 
	rf[14] <= 8'd0;
      end
      else new_coefficient_set <= next_rf[14][0]; 
      prev_haddr <= haddr;
      prev_hsize <= hsize;
      if (htrans == 2'd2 && hsel && hwrite && (haddr == 4'd4 || haddr == 4'd5)) 
	 next_data_ready <= 3'b011;
      else
	next_data_ready <= {next_data_ready[1:0],1'b0};     
    end
  end
  always_comb
  begin: LOGIC
    next_state = state;
   hresp = 1'b0;
    case(state)
      IDLE: begin 
	     if (htrans == 2'd2 && hsel && hwrite) begin
		if (haddr == 4'd4 || haddr == 4'd5 || haddr == 4'd6 || 
                    haddr == 4'd7 || haddr == 4'd8 || haddr == 4'd9 || 
                    haddr == 4'd10 || haddr == 4'd11 || haddr == 4'd12 || 
                    haddr == 4'd13 || haddr == 4'd14)
		  next_state = WRITE;
		else begin
		  hresp = 1'b1;
                  next_state = ERROR;
		end
	     end
	     else if (htrans == 2'd2 && hsel && !hwrite) begin
	        if (haddr == 4'd15) begin
		  hresp = 1'b1;
		  next_state = ERROR;
		end
		else  
		  next_state = READ;
	     end
	     else
		next_state = IDLE;
	    end
      WRITE: begin 
	     if (htrans == 2'd0)
		next_state = IDLE;
	     else if (htrans == 2'd2 && hsel && !hwrite) begin
	        if (haddr == 4'd15) begin
		  hresp = 1'b1;
                  next_state = ERROR;
		end
		else  
		  next_state = READ;
	     end
	     else if (htrans == 2'd2 && hsel && hwrite) begin
		if (haddr == 4'd4 || haddr == 4'd5 || haddr == 4'd6 || 
                    haddr == 4'd7 || haddr == 4'd8 || haddr == 4'd9 || 
                    haddr == 4'd10 || haddr == 4'd11 || haddr == 4'd12 || 
                    haddr == 4'd13 || haddr == 4'd14)
		  next_state = WRITE;
		else begin
		  hresp = 1'b1;
		  next_state = ERROR; 
		end
	     end
	    end
      READ:  begin 
	     if (htrans == 2'd0)
		next_state = IDLE;
	     else if (htrans == 2'd2 && hsel && hwrite) begin
		if (haddr == 4'd4 || haddr == 4'd5 || haddr == 4'd6 || 
                    haddr == 4'd7 || haddr == 4'd8 || haddr == 4'd9 || 
                    haddr == 4'd10 || haddr == 4'd11 || haddr == 4'd12 || 
                    haddr == 4'd13 || haddr == 4'd14)
		  next_state = WRITE;
		else begin
		  hresp = 1'b1;
		  next_state = ERROR; 
		end
	     end
	     else if (htrans == 2'd2 && hsel && !hwrite) begin
	        if (haddr == 4'd15) begin
		  hresp = 1'b1;
                  next_state = ERROR;
		end
		else  
		  next_state = READ;
	     end
      end  
      ERROR:  begin 
	     if (htrans == 2'd0)
		next_state = IDLE;
	     else if (htrans == 2'd2 && hsel && hwrite) begin
		if (haddr == 4'd4 || haddr == 4'd5 || haddr == 4'd6 || 
                    haddr == 4'd7 || haddr == 4'd8 || haddr == 4'd9 || 
                    haddr == 4'd10 || haddr == 4'd11 || haddr == 4'd12 || 
                    haddr == 4'd13 || haddr == 4'd14)
		  next_state = WRITE;
		else begin
		  hresp = 1'b1;
		  next_state = ERROR; 
		end
	     end
	     else if (htrans == 2'd2 && hsel && !hwrite) begin
	        if (haddr == 4'd15) begin
		  hresp = 1'b1;
                  next_state = ERROR;
		end
		else  
		  next_state = READ;
	     end
	   end
    endcase 
  end
  always_comb
    begin: OUTPUT
    next_rf = rf;   
    hrdata ='0;
    data_ready = next_data_ready[2];
    if (new_coefficient_set)  next_rf[0] = 8'd1;
    else if (modwait)  next_rf[0] = 8'd1;
    else next_rf[0] = 8'd0; 
    next_rf[1] = {7'd0,err};
    next_rf[2] = fir_out[7:0];
    next_rf[3] = fir_out[15:8]; 
    next_rf[4] = sample_data[7:0];
    next_rf[5] = sample_data[15:8];
    next_rf[6] = rf[6];
    next_rf[7] = rf[7]; 
    next_rf[8] = rf[8];
    next_rf[9] = rf[9]; 
    next_rf[10] = rf[10];
    next_rf[11] = rf[11]; 
    next_rf[12] = rf[12];
    next_rf[13] = rf[13]; 
    next_rf[14] = {7'd0, new_coefficient_set};
    case(state)
      WRITE: begin
	      if (prev_hsize == 1'b0)
		if (prev_haddr % 2 == 0) 
		  next_rf [prev_haddr] = hwdata[7:0];
	        else  
		  next_rf [prev_haddr] = hwdata[15:8];
	      else begin
		 if (prev_haddr == 4'he) begin
		    next_rf [prev_haddr] = hwdata[7:0];
		 end
		 else if (prev_haddr % 2 == 0) begin  
	           next_rf [prev_haddr] = hwdata[7:0];
		   next_rf [prev_haddr+1'b1] = hwdata[15:8];
		 end
		 else begin  
		   next_rf [prev_haddr-1'b1] = hwdata[7:0];
		   next_rf [prev_haddr] = hwdata[15:8];
		 end
	      end
	     end
      READ: begin
	      if (prev_hsize == 1'b0)
		if (prev_haddr % 2 == 0) 
		  hrdata = {8'd0,next_rf[prev_haddr]};
	        else  
		  hrdata = {next_rf[prev_haddr],8'd0};
	      else begin
		 if (prev_haddr == 4'he)
		   hrdata = {8'd0, next_rf[prev_haddr]};
		 else if (prev_haddr % 2 == 0)  
	            hrdata = {next_rf[prev_haddr+1'b1],next_rf[prev_haddr]};
		 else  
		    hrdata = {next_rf[prev_haddr],next_rf[prev_haddr-1'b1]};
	      end
	     end
    endcase 
  end 
endmodule
==> flow/run.sh <==
#!/bin/bash
# OpenROAD 26Q1-2900-gdf79404cd8, Yosys 0.63+post, stock flow scripts
make -C /OpenROAD-flow-scripts/flow DESIGN_CONFIG=/design/flow/config.mk WORK_HOME=/design/flow/orfs finish
==> flow/config.mk <==
export PLATFORM = sky130hd
export DESIGN_NAME = ahb_lite_slave
export DESIGN_NICKNAME = ahb_lite_slave
export VERILOG_FILES = /design/flow/design.v
export SDC_FILE = /design/flow/constraint.sdc
export NUM_CORES = 4
export LEC_CHECK = 1
export CORE_UTILIZATION = 40
==> flow/constraint.sdc <==
current_design ahb_lite_slave

set clk_period 10.5
set clk_io_pct 0.2

create_clock -name clk0 -period $clk_period [get_ports {clk}]

set non_clock_inputs [all_inputs -no_clocks]
set_input_delay [expr $clk_period * $clk_io_pct] -clock clk0 $non_clock_inputs
set_output_delay [expr $clk_period * $clk_io_pct] -clock clk0 [all_outputs]
==> out/writeup.txt <==
The run finished with clean final reports. The setup skew after layout was 0.0139 ns; the I/O pin count was 99. Share of synthesized registers carrying an async set or reset: 1.00. Per the timing report, the biggest fanout along the worst path comes to 52. The tools report the type of element launching the critical path as a register.

Buffers placed on the I/O ports in this run total 98. After synthesis, the most frequently instantiated cells are 110 x sky130_fd_sc_hd__nor2_1, 109 x sky130_fd_sc_hd__nand2_1, 107 x sky130_fd_sc_hd__dfrtp_1. Per the summary, power density relative to cell area is 155 nW/um2. Setup slack on the worst reg-to-reg path comes out at 4.16 ns.

The CTS report gives the tree buffer count as 9. The warning total across the stage logs was 33. Before any placement, the netlist area is recorded as 11300 um2. The average instance in the mapped netlist occupies 8.02 um2.

Summing over every cut layer, the via total after detailed routing is 13300. The synthesized design contains 0 enable-type register cells. For the worst min-delay path, the startpoint reported by OpenROAD is next_data_ready[0]$_DFF_PN0_. The area recorded from the Yosys report for this design is 11300 um2. For the source-to-sink clock delay at the later pin of the worst-skew pair, the log shows 0.38 ns. The global-route track usage on met1 came out at 0.609. The hold-critical path endpoint was next_data_ready[1]$_DFF_PN0_. Once placement finished, the instance area stood at 12600 um2. The total overflow left after global routing is 0.

The power report puts the leakage power at 5.01 nW. The tools report the startpoint of the worst register-to-register path as prev_haddr[0]$_DFF_PN0_. With the register share after synthesis at 0.236, the total wire length after detailed routing is 62.5 mm. Measured along the y axis, the die boundary spans 170 um.

The share of the core filled with cells in the final layout is 0.464. Setup repair after global routing left no endpoint under its margin. Dominant register cell in the synthesized netlist: sky130_fd_sc_hd__dfrtp_1.

Using the TritonRoute via totals, the vias-per-cell ratio works out to 7.30. CTS reports a maximum clock tree buffer depth of 2. The floorplan-stage core utilization was 0.407; the wire length of the first global-routing pass was 90.2 mm.

Area fraction of the dominant cell type after synthesis: 0.236. After global routing, the most crowded layer is met2. At the end of routability-driven placement, the weighted congestion stood at 1.07.

The last timing report of the flow puts the setup violation total at 0. Per the synth log, the flip-flop and latch total comes to 107. Looking at the worst setup and hold paths, the clock pins of their registers show a slew of 0.08 ns.

Per the CTS log, the maximum H-tree level is 3. The tally of unique sky130hd cells used after synthesis came out at 102. The maximum vdd ir drop came out at 113 uV.

The run gives 2 as the number of antenna violations at the first check in global routing. For the worst endpoint data arrival time, the log shows 4.77 ns. The tree is rooted in a sky130_fd_sc_hd__clkbuf_16. In this run the standard cell core region covers 27900 um2.

Counting cells, the worst reg-to-reg path comes to 14. The run gives 56 for the pin count of the biggest net entering global routing. The type of the most critical hold path was register to register. The pre-CTS worst setup slack was 4.12 ns; the share of final-layout standard cells stronger than drive strength 1 was 0.120. The tools report the maximum achievable frequency as 146 MHz.

The critical path in this run is classified as register to primary output. The multi-input combinational cells in the finished layout cover a total of 7810 um2. The synthesized design spends more area on one cell type than any other, namely sky130_fd_sc_hd__dfrtp_1. With the number of violations reported at the end of detailed-routing iteration 0 at 1869, the transition at the pin with the smallest max-transition slack is 0.934 ns. The via count of the first global-routing pass was 12500. The first detailed-routing pass took 8 iterations. The horizontal die dimension was 170 um. In the post-synthesis netlist, the biggest area contributors are sky130_fd_sc_hd__dfrtp_1 24%, sky130_fd_sc_hd__a21oi_1 4.6%, sky130_fd_sc_hd__mux4_2 3.8%.

Shortest period the worst path allows: 6.87 ns. The global routing usage summed across all routing layers was 0.451; the number of warnings printed during yosys synthesis was 1. The number of setup buffers added after CTS is 0. With the final period utilization at 0.654, the gate count after technology mapping is 1413. After detailed routing, the number of remaining DRC violations is 0.

Per the final report, max-transition violations number 0. The antenna violation net count after detailed routing came out at 0. For reference, the final report shows the hold violation count at 0.

The final timing report gives a worst setup slack of 3.63 ns. The layout filler cell count came out at 2754. Count of hold-fix buffers inserted at cts: 0.

The tools report the end of the worst register-to-register path as fir_coefficient[3]$_DFFE_PN0P_. STA classifies the critical path endpoint as a primary output. With the met3 global-route usage at 0.195, the cell row count is 61. The post-cts gate resize count is 0, and the area added between synthesis and finish is 14.0%. Summed over all failing endpoints, the final setup total negative slack is 0 ns. The tools report the total of max-cap violations as 0. TritonCTS built the clock tree. Detailed placement finished with a half-perimeter wire length of 45.0 mm. The cell depth of the worst min-delay path came out at 1. Once layout is done, the placed cells without fillers occupy 12900 um2. The area of the die came out at 29000 um2. Counting every sink on the clock net gives 107. The met2 track demand over resource in global routing came out at 0.616. The worst slew margin relative to its limit was 0.373.

For this design, Yosys synthesis ends with a cell count of 1413. Required time at the endpoint of the critical path: 8.40 ns. The most common cell in the synthesized netlist is sky130_fd_sc_hd__nor2_1.

With the final routed wire length divided by cell count at 34.2 um, the register area is 2680 um2.
==> power by group <==
part	leakage (nW)	internal, mW	total, mW	switching (mW)
logic	3.53	0.373	0.841	0.468
clock network	0.161	0.240	0.422	0.182
registers	1.33	0.512	0.740	0.228
==> worst max path at each step <==
stage | start | to | cells after the start
finish | prev_haddr[0]$_DFF_PN0_ | hrdata[0] | 12
global route | prev_haddr[0]$_DFF_PN0_ | hrdata[0] | 12
CTS | prev_haddr[0]$_DFF_PN0_ | hrdata[0] | 12
==> state kept, by name (all words and copies together) (netlist names) <==
register and count:
rf 80, fir_coefficient 16, prev_haddr 4, next_data_ready 3, state 2, new_coefficient_set 1, prev_hsize 1
==> kinds of logic (layout without fill, tap and decap cells) <==
group                    Yosys count  count (layout)  share of synthesized area
AND-OR/OR-AND                    561             561                      0.358
XOR/XNOR                           5               5                    0.00784
adder cells (fa/ha/maj)           17              17                     0.0188
buffers and inverters            175             210                     0.0753
flip-flops                       107             107                      0.236
multiplexers                      75              75                     0.0900
other                              0               2                          0
AND/OR/NAND/NOR                  473             473                      0.214
==> per-layer routing <==
layer  wire length [um]  up-vias
met3               8930      227
met5                134        -
met4               4080        6
li1                   -     5600
met2              25200     1046
met1              24200     6459
==> worst max-delay path, stage by stage (launching register included) <==
cell and delay (ns):
sky130_fd_sc_hd__dfrtp_4 0.87, sky130_fd_sc_hd__inv_1 0.51, sky130_fd_sc_hd__buf_4 0.40, sky130_fd_sc_hd__ha_1 0.42
sky130_fd_sc_hd__buf_4 0.53, sky130_fd_sc_hd__mux2i_1 0.15, sky130_fd_sc_hd__o22ai_1 0.19, sky130_fd_sc_hd__a211oi_1 0.10
sky130_fd_sc_hd__o21ai_0 0.22, sky130_fd_sc_hd__o21ai_0 0.12, sky130_fd_sc_hd__a21oi_1 0.21, sky130_fd_sc_hd__o21a_1 0.18
sky130_fd_sc_hd__clkdlybuf4s50_1 0.46
==> final cells by class <==
| class | instances | share of cell area |
|---|---|---|
| antenna | 2 | 0.000388 |
| clock buffer | 10 | 0.0185 |
| clock inverter | 6 | 0.00872 |
| inverter | 29 | 0.00843 |
| multi-input combinational | 1131 | 0.605 |
| sequential | 107 | 0.208 |
| tap | 378 | 0.0366 |
| timing repair buffer | 165 | 0.115 |
==> stage by stage <==
stage / hold slack, ns / instances / total power [mW]
after global routing: 0.489 / 1826 / 2.08
final: 0.440 / 1828 / 2.00
after detailed placement: 0.425 / 1810 / 1.54
after global placement: 0.420 / 1810 / 1.55
after floorplan: 0.408 / 1413 / 1.15
after CTS: 0.447 / 1826 / 1.97
==> cells in the final DEF, fill, tap and decap left out, drive strengths merged, types with 31 or more instances in the layout <==
cell type | netlist | final
a211oi | 31 | 31
a22o | 36 | 36
clkdlybuf4s50 | 0 | 97
dfrtp | 107 | 107
nand2 | 109 | 109
a22oi | 38 | 38
a21oi | 104 | 104
nor3 | 45 | 45
o21ai | 79 | 79
buf | 64 | 68
nor2 | 110 | 110
mux2i | 31 | 31
nand3 | 53 | 53
Power and IR drop assume default switching activity.
